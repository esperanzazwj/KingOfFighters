--- flow/run.sh ---
#!/bin/bash
# OpenROAD 26Q1-2900-gdf79404cd8, Yosys 0.63+post, stock flow scripts
make -C /OpenROAD-flow-scripts/flow DESIGN_CONFIG=/design/flow/config.mk WORK_HOME=/design/flow/orfs finish
--- flow/constraint.sdc ---
current_design PS2DATA

set clk_period 4.9
set clk_io_pct 0.2

create_clock -name clk0 -period $clk_period [get_ports {clk}]

set non_clock_inputs [all_inputs -no_clocks]
set_input_delay [expr $clk_period * $clk_io_pct] -clock clk0 $non_clock_inputs
set_output_delay [expr $clk_period * $clk_io_pct] -clock clk0 [all_outputs]
--- flow/config.mk ---
export PLATFORM = sky130hd
export DESIGN_NAME = PS2DATA
export DESIGN_NICKNAME = PS2DATA
export VERILOG_FILES = /design/flow/design.v
export SDC_FILE = /design/flow/constraint.sdc
export NUM_CORES = 4
export LEC_CHECK = 1
export CORE_UTILIZATION = 40
--- flow/design.v ---
`timescale 1ns / 1ps
module PS2DATA(		
		input wire clk,reset,
		input wire ps2d,ps2c,
		output reg left1, left2, right1, right2, up1,up2, down1, down2
    );
wire	[7: 0]	ps2_data;
wire	buzzer_en;
wire rst;
assign rst = ~reset;
kb_top m0(clk, rst, ps2d, ps2c, ps2_data, buzzer_en);
always @ (posedge clk,  negedge reset)
begin
 if(!reset)
	begin
		 left1 = 1'b1;
		 left2 = 1'b1;
		 right1 = 1'b1;
		 right2 = 1'b1;
		 up1 = 1'b1;
		 up2 = 1'b1;
		 down1 = 1'b1;
		 down2 = 1'b1;
		 hit1 = 1'b1;
		 hit2 = 1'b1;
	end
 else
	begin
		if(ps2_data == 8'h60)  
			left1 = 0;
		else
			left1 = 1;
		if(ps2_data == 8'h41)   
			left2 = 0;
		else
			left2 = 1;
		if(ps2_data == 8'h2d)  
			right1= 0;
		else
			right1 = 1;
		if(ps2_data == 8'h44)  
			right2= 0;
		else
			right2 = 1;
		if(ps2_data == 8'h3d) 
			up1 = 0;
		else
			up1 = 1;
		if(ps2_data == 8'h57)  
			up2 = 0;
		else
			up2 = 1;
		if(ps2_data == 8'h5b) 
			down1 = 0;
		else
			down1 = 1;
		if(ps2_data == 8'h53)  
			down2 = 0;
		else
			down2 = 1;
	end
end
endmodule
`timescale 1ns / 1ps
module fifo
   #(
    parameter B=8,  
              W=4   
   )
   (
    input wire clk, reset,
    input wire rd, wr,
    input wire [B-1:0] w_data,
    output wire empty, full,
    output wire [B-1:0] r_data
   );
   reg [B-1:0] array_reg [2**W-1:0];   
   reg [W-1:0] w_ptr_reg, w_ptr_next, w_ptr_succ;
   reg [W-1:0] r_ptr_reg, r_ptr_next, r_ptr_succ;
   reg full_reg, empty_reg, full_next, empty_next;
   wire wr_en;
   always @(posedge clk)
      if (wr_en)
         array_reg[w_ptr_reg] <= w_data;
   assign r_data = array_reg[r_ptr_reg];
   assign wr_en = wr & ~full_reg;
   always @(posedge clk, posedge reset)
      if (reset)
         begin
            w_ptr_reg <= 0;
            r_ptr_reg <= 0;
            full_reg <= 1'b0;
            empty_reg <= 1'b1;
         end
      else
         begin
            w_ptr_reg <= w_ptr_next;
            r_ptr_reg <= r_ptr_next;
            full_reg <= full_next;
            empty_reg <= empty_next;
         end
   always @*
   begin
      w_ptr_succ = w_ptr_reg + 1;
      r_ptr_succ = r_ptr_reg + 1;
      w_ptr_next = w_ptr_reg;
      r_ptr_next = r_ptr_reg;
      full_next = full_reg;
      empty_next = empty_reg;
      case ({wr, rd})
         2'b01:  
            if (~empty_reg)  
               begin
                  r_ptr_next = r_ptr_succ;
                  full_next = 1'b0;
                  if (r_ptr_succ == w_ptr_reg)
                     empty_next = 1'b1;
               end
         2'b10:  
            if (~full_reg)  
               begin
                  w_ptr_next = w_ptr_succ;
                  empty_next = 1'b0;
                  if (w_ptr_succ == r_ptr_reg)
                     full_next = 1'b1;
               end
         2'b11:  
            begin
               w_ptr_next = w_ptr_succ;
               r_ptr_next = r_ptr_succ;
            end
      endcase
   end
   assign full = full_reg;
   assign empty = empty_reg;
endmodule
`timescale 1ns / 1ps
module kb_code
   #(parameter W_SIZE = 2)   
   (
    input wire clk, reset,
    input wire ps2d, ps2c, rd_key_code,
    output wire [7:0] key_code,
    output wire kb_buf_empty
   );
   localparam BRK = 8'hf0;  
   localparam
      wait_brk = 1'b0,
      get_code = 1'b1;
   reg state_reg, state_next;
   wire [7:0] scan_out;
   reg got_code_tick;
   wire scan_done_tick;
   ps2_rx ps2_rx_unit
      (.clk(clk), .reset(reset), .rx_en(1'b1),
       .ps2d(ps2d), .ps2c(ps2c),
       .rx_done_tick(scan_done_tick), .dout(scan_out));
   fifo #(.B(8), .W(W_SIZE)) fifo_key_unit
     (.clk(clk), .reset(reset), .rd(rd_key_code),
      .wr(got_code_tick), .w_data(scan_out),
      .empty(kb_buf_empty), .full(),
      .r_data(key_code));
   always @(posedge clk, posedge reset)
      if (reset)
         state_reg <= wait_brk;
      else
         state_reg <= state_next;
   always @*
   begin
      got_code_tick = 1'b0;
      state_next = state_reg;
      case (state_reg)
         wait_brk:   
            if (scan_done_tick==1'b1 && scan_out==BRK)
               state_next = get_code;
         get_code:   
            if (scan_done_tick)
               begin
                  got_code_tick =1'b1;
                  state_next = wait_brk;
               end
      endcase
   end
endmodule
`timescale 1ns / 1ps
module kb_top(
	input wire clk, reset,
	input wire ps2d,ps2c,
	output wire [7:0] ascii_code,
	output wire kb_not_empty
    );
	wire [7:0] key_code;
	wire kb_buf_empty;
	assign kb_not_empty = ~kb_buf_empty;
	kb_code #(.W_SIZE(2)) kb_code_unit
		(.clk(clk), .reset(reset),
		 .ps2d(ps2d), .ps2c(ps2c),
		 .rd_key_code(kb_not_empty),
		 .key_code(key_code),
		 .kb_buf_empty(kb_buf_empty)
		);
	key2ascii key2ascii_unit
		(.key_code(key_code),
		 .ascii_code(ascii_code)
		);
endmodule
`timescale 1ns / 1ps
module key2ascii(
	input wire [7:0] key_code,
	output reg [7:0] ascii_code
	);
always @*
	case (key_code)
		8'h45: ascii_code = 8'h30  ;   
		8'h16: ascii_code = 8'h31  ;   
		8'h1e: ascii_code = 8'h32  ;   
		8'h26: ascii_code = 8'h33  ;   
		8'h25: ascii_code = 8'h34  ;   
		8'h2e: ascii_code = 8'h35  ;   
		8'h36: ascii_code = 8'h36  ;   
		8'h3d: ascii_code = 8'h37  ;   
		8'h3e: ascii_code = 8'h38  ;   
		8'h46: ascii_code = 8'h39  ;   
		8'h1c: ascii_code = 8'h41 ;    
		8'h32: ascii_code = 8'h42 ;    
		8'h21: ascii_code = 8'h43 ;    
		8'h23: ascii_code = 8'h44 ;    
		8'h24: ascii_code = 8'h45 ;    
		8'h2b: ascii_code = 8'h46 ;    
		8'h34: ascii_code = 8'h47 ;    
		8'h33: ascii_code = 8'h48 ;    
		8'h43: ascii_code = 8'h49 ;    
		8'h3b: ascii_code = 8'h4a ;    
		8'h42: ascii_code = 8'h4b ;    
		8'h4b: ascii_code = 8'h4c ;    
		8'h3a: ascii_code = 8'h4d ;    
		8'h31: ascii_code = 8'h4e ;    
		8'h44: ascii_code = 8'h4f ;    
		8'h4d: ascii_code = 8'h50 ;    
		8'h15: ascii_code = 8'h51 ;    
		8'h2d: ascii_code = 8'h52 ;    
		8'h1b: ascii_code = 8'h53 ;    
		8'h2c: ascii_code = 8'h54 ;    
		8'h3c: ascii_code = 8'h55 ;    
		8'h2a: ascii_code = 8'h56 ;    
		8'h1d: ascii_code = 8'h57 ;    
		8'h22: ascii_code = 8'h58 ;    
		8'h35: ascii_code = 8'h59 ;    
		8'h1a: ascii_code = 8'h5a ;    
		8'h6b: ascii_code = 8'h60 ;    
		8'h74: ascii_code = 8'h2d ;    
		8'h75: ascii_code = 8'h3d ;    
		8'h72: ascii_code = 8'h5b ;    
		8'h29: ascii_code = 8'h20 ;    
		8'h5a: ascii_code = 8'h0d;     
		8'h66: ascii_code = 8'h08;     
		default : ascii_code = 8'h2a;     
	endcase
endmodule
`timescale 1ns / 1ps
module ps2_rx(
	input wire clk,reset,
	input wire ps2d, ps2c, rx_en,
	output reg rx_done_tick,
	output wire [7:0] dout);
	localparam [1:0]
		idle = 2'b00,
		dps = 2'b01,
		load = 2'b10;
	reg [1:0] state_reg, state_next;
	reg [7:0] filter_reg;
	wire [7:0] filter_next;
	reg f_ps2c_reg;
	wire f_ps2c_next;
	reg [3:0] n_reg, n_next;
	reg [10:0] b_reg, b_next;
	wire fall_edge;
	always @(posedge clk, posedge reset)
	if (reset) 
		begin
			filter_reg <= 0;
			f_ps2c_reg <= 0;
		end
	else 
		begin 
			filter_reg <= filter_next;
			f_ps2c_reg <= f_ps2c_next;
		end
	assign filter_next = {ps2c, filter_reg[7:1]};
	assign f_ps2c_next = (filter_reg == 8'b11111111) ? 1'b1 :
						(filter_reg == 8'b00000000) ? 1'b0:
						f_ps2c_reg;
	assign fall_edge = f_ps2c_reg & ~f_ps2c_next;
	always @ (posedge clk, posedge reset)
		if (reset)
			begin
				state_reg <= idle;
				n_reg <= 0;
				b_reg <= 0;
			end
		else 
			begin 
				state_reg <= state_next;
				n_reg <= n_next;
				b_reg <= b_next;
			end
	always @ *
	begin
		state_next = state_reg;
		rx_done_tick = 1'b0;
		n_next = n_reg;
		b_next = b_reg;
		case (state_reg)
			idle :
				if (fall_edge & rx_en)
					begin 
					b_next = {ps2d, b_reg [10:1]};
					n_next = 4'b1001;
					state_next = dps;
				end
			dps: 
				if (fall_edge)
					begin
						b_next = {ps2d, b_reg[10:1]};
						if (n_reg == 0)
							state_next = load;
						else 
						n_next = n_reg-1;
					end
			load: 
				begin
					state_next = idle;
					rx_done_tick = 1'b1;
				end
		endcase
	end
	assign dout = b_reg[8:1];  
endmodule
==> changes_impl.md <==
### Changed

* Flip-flops with a built-in enable at 32
* GR Layer Usage met2 at 25.3%
* FF+latch count, synth at 73
* Ys Warns at 9
* Clk root buf: clkbuf_8
* First-iteration detailed-routing DRC count at 172
* Register share after synthesis at 47.6%
* Ant. Diodes at 0
* Clk buf depth at 2
* Tot Pwr at 1.14 mW
* Core Region at 10,200 µm²
* Max FO, Critical Path at 12
* Critical path class: reg2reg
* GRT busiest layer: met1
* Filler cells at 930
* Flop area at 2000 µm²
* Chip Area, Yosys at 4200 µm²
* Crit path arrival time at 4.00 ns
* Setup tns final at 0 ns
* Via count at 2,947
* Post-layout min period at 3.72 ns
* Detailed placer's ending HPWL at 5.79 mm
* Post-Route WL at 8.38 mm
* Mapped cell area at 4200 µm²
* DP Area at 4360 µm²
* Final hold vios at 0
* Placed Cells at 514
* Fmax at 269 MHz
* Fp util at 41.1%
* Dominant cell area share at 22.9%
* Most used cell, CP: nand2_1
* Ys flop type: edfxtp_1
* Gate Count Post-Synth at 386
* Overall fraction of global-route tracks in use at 17.1%
* Fin cells at 530
* Largest net degree at the start of global routing at 42
* Synth unique cells at 67
* Leak at 1.74 nW
* RePlAce Congestion at 0.918
* Critical path data required time at 5.18 ns
* Worst path max stage delay at 0.65 ns
* Routed Antenna Nets at 0
* Hold Crit Start: m0.kb_code_unit.ps2_rx_unit.filter_reg[5]$_DFF_PN0_
* Max FFs per register at 32
* Clk slew on worst S/H paths at 0.08 ns
* Worst setup slack after layout at 1.18 ns
* Launch point of the worst path: m0.kb_code_unit.fifo_key_unit.r_ptr_reg[0]$_DFFE_PN0P_
* Power Density at 249 nW/µm²
* CP cell instances: buf_4 > mux4_2 > inv_1 > ha_1 > nand2_1 > o22ai_2 > a21oi_1 > or4_4 > a32o_2 > nor4b_4 > nand2_1
* Top cells, area: edfxtp_1 (23%), dfrtp_1 (18%), dfstp_2 (6.3%)
* Crit path launch type: flop
* Max-cap viol count at 0
* Drt first pass iters at 4
* Cell type of the slowest stage on the worst timing path: mux4_2
* Share of cells above drive strength 1 at 13.7%
* Met1 Usage GRT at 26.0%
* Most common library cells after synthesis: nand2_1 (56), edfxtp_1 (32), dfrtp_1 (31)
* Logic area at 1990 µm²
* WL/cell at 15.8 µm
* Die Area at 10,900 µm²
* Cts hold-fix bufs at 0
* Ys async rst share at 56.2%
* Vias per std cell at 5.56
* Post-route cell area at 4570 µm²
* TritonCTS clock tree: built
* Area growth, synth to finish at 8.79%
* Clock latency (worst-skew pair) at 0.35 ns
* Relative slew slack at 45.8%
* Status: finished, final reports clean
* Ports at 12
* Initial antenna violation count at 0
* Final Cycle Share at 75.9%
* Final Max Tran Viols at 0
* Hold Crit Class: reg2reg
* Total global routing overflow at 0
* Worst r2r src: m0.kb_code_unit.fifo_key_unit.r_ptr_reg[0]$_DFFE_PN0P_
* Count of tool warnings at 35
* Die x size at 104 µm
* Cts bufs inserted at 9
* Yosys Instances at 386
* Worst Setup End Kind: flop
* Port-buffer cells at 11
* # clock sinks at 73
* Worst Max-Slew Pin Slew at 0.813 ns
* Grt met3 use at 4.73%
* Drt drc at 0
* First-pass GRT wire length at 14.2 mm
* Yosys top cell by area: edfxtp_1
* Clock Skews at 0.0107 ns
* Vias in the first global route at 2,840
* Top-count cell post-synth: nand2_1
* Reg2Reg Depth at 11
* # rows at 37
* Worst hold path cell count at 0
* Final setup vio count at 0
* # Post-CTS Setup Buffers at 0
* IR drop worst, VDD at 215 µV
* Cts repair resizes at 0
* Setup WS pre-CTS at 1.18 ns
* Number of H-tree levels at 3
* Syn avg cell area at 10.9 µm²
* RSZ-0062 raised after global routing: no
* Die height at 104 µm
==> stage by stage <==
| stage | utilization [%] | hold slack, ns |
|---|---|---|
| 6_report | 44.7 | 0.379 |
| 4_1_cts | 44.7 | 0.381 |
| 5_1_grt | 44.7 | 0.395 |
| 3_5_place_dp | 42.6 | 0.364 |
| 2_1_floorplan | - | 0.354 |
| 3_3_place_gp | 42.6 | 0.361 |
==> power breakdown <==
group,switching [mW],internal (mW),total [mW]
clock network,0.243,0.245,0.487
registers,0.00247,0.638,0.640
logic,0.00725,0.00274,0.0100
total,0.252,0.885,1.14
==> per-layer routing <==
| layer | routed length, µm | part of all wire (%) |
|---|---|---|
| met3 | 480 | 5.7 |
| met1 | 3840 | 46 |
| met4 | 259 | 3.1 |
| met2 | 3810 | 45 |
| met5 | 0 | 0 |
==> cell type report <==
class                      count  area share, %
timing repair buffer          14           2.79
clock buffer                   9           2.71
inverter                      21           1.73
multi-input combinational    270           43.5
clock inverter                 7           1.83
sequential                    73           43.8
tap                          136           3.72
==> logic make-up after synthesis <==
| logic type | after synthesis | share of synthesized area, % |
|---|---|---|
| and+or+nand+nor | 144 | 17.5 |
| DFF | 73 | 47.6 |
| AOI/OAI and AO/OA | 72 | 12.8 |
| buffers and inverters | 43 | 5.12 |
| muxes | 32 | 11.1 |
| adders and majority gates | 15 | 4.47 |
| xor gates and xnor gates | 7 | 1.46 |
==> layout by cell type, fill, tap and decap left out, types with 5 or more instances in the layout <==
master | netlist | layout
nand2_1 | 56 | 56
edfxtp_1 | 32 | 32
dfrtp_1 | 31 | 31
inv_1 | 20 | 20
nor2_1 | 20 | 20
mux2i_1 | 16 | 16
ha_1 | 15 | 15
o21ai_0 | 12 | 12
nand3_1 | 12 | 12
nor2b_1 | 11 | 11
a21oi_1 | 10 | 10
dfstp_2 | 10 | 10
clkdlybuf4s50_1 | 0 | 10
clkbuf_8 | 0 | 9
mux4_2 | 7 | 7
and2_1 | 7 | 7
nor3_1 | 7 | 7
nand4_1 | 6 | 6
nand2b_1 | 5 | 5
mux2_2 | 5 | 5
a211oi_1 | 5 | 5
a31oi_1 | 5 | 5
nor3b_1 | 5 | 5
xnor2_1 | 5 | 5
==> worst paths after layout <==
check	to	slack [ns]
setup / recovery	up2$_DFF_PN1_	1.18
hold / removal	m0.kb_code_unit.ps2_rx_unit.filter_reg[4]$_DFF_PN0_	0.38
setup reg to reg	up2$_DFF_PN1_	1.18
hold reg to reg	m0.kb_code_unit.ps2_rx_unit.filter_reg[4]$_DFF_PN0_	0.38
max in group asynchronous	left1$_DFF_PN1_	3.84
min in group asynchronous	m0.kb_code_unit.ps2_rx_unit.n_reg[2]$_DFFE_PN0P_	0.67
==> worst max-delay path: cells and delay by family (launching register included) <==
kind / cells / cell delay [ns]
AND/OR/NAND/NOR: 4 / 0.94
buffers and inverters: 2 / 0.42
multiplexers: 1 / 0.65
adder cells (fa/ha/maj): 1 / 0.32
flip-flops: 1 / 0.56
AND-OR/OR-AND: 3 / 0.75
Power and IR drop assume default switching activity.
